==> ./design.v <==
module keypad_oneshot (
    input  logic        clk,
    input  logic        rst_n,
    input  logic        key_valid,      
    input  logic [3:0]  key_code,       
    output logic        new_key_pulse,  
    output logic [3:0]  captured_key    
);
    typedef enum logic [1:0] {
        IDLE        = 2'b00,   
        DEBOUNCE    = 2'b01,   
        KEY_HELD    = 2'b10,   
        RELEASE_DEB = 2'b11    
    } state_t;
    state_t current_state, next_state;
    localparam int DEBOUNCE_COUNT = 240;
    localparam int COUNTER_WIDTH = $clog2(DEBOUNCE_COUNT + 1);
    logic [COUNTER_WIDTH-1:0] debounce_counter;
    logic debounce_done;
    logic [3:0] key_code_reg;
    assign debounce_done = (debounce_counter == DEBOUNCE_COUNT);
    always_ff @(posedge clk or negedge rst_n) begin
        if (!rst_n) begin
            debounce_counter <= '0;
        end else begin
            case (current_state)
                IDLE: begin
                    if (key_valid) begin
                        debounce_counter <= 1;   
                    end else begin
                        debounce_counter <= '0;
                    end
                end
                DEBOUNCE: begin
                    if (key_valid && !debounce_done) begin
                        debounce_counter <= debounce_counter + 1;
                    end else begin
                        debounce_counter <= '0;
                    end
                end
                KEY_HELD: begin
                    if (!key_valid) begin
                        debounce_counter <= 1;   
                    end else begin
                        debounce_counter <= '0;
                    end
                end
                RELEASE_DEB: begin
                    if (!key_valid && !debounce_done) begin
                        debounce_counter <= debounce_counter + 1;
                    end else begin
                        debounce_counter <= '0;
                    end
                end
                default: debounce_counter <= '0;
            endcase
        end
    end
    always_ff @(posedge clk or negedge rst_n) begin
        if (!rst_n) begin
            current_state <= IDLE;
        end else begin
            current_state <= next_state;
        end
    end
    always_comb begin
        next_state = current_state;   
        case (current_state)
            IDLE: begin
                if (key_valid) begin
                    next_state = DEBOUNCE;
                end
            end
            DEBOUNCE: begin
                if (!key_valid) begin
                    next_state = IDLE;   
                end else if (debounce_done) begin
                    next_state = KEY_HELD;   
                end
            end
            KEY_HELD: begin
                if (!key_valid) begin
                    next_state = RELEASE_DEB;
                end
            end
            RELEASE_DEB: begin
                if (key_valid) begin
                    next_state = KEY_HELD;   
                end else if (debounce_done) begin
                    next_state = IDLE;   
                end
            end
            default: next_state = IDLE;
        endcase
    end
    always_ff @(posedge clk or negedge rst_n) begin
        if (!rst_n) begin
            key_code_reg <= 4'h0;
        end else if (current_state == DEBOUNCE && debounce_done && key_valid) begin
            key_code_reg <= key_code;
        end
    end
    always_ff @(posedge clk or negedge rst_n) begin
        if (!rst_n) begin
            new_key_pulse <= 1'b0;
        end else begin
            new_key_pulse <= (current_state == DEBOUNCE) && 
                           (next_state == KEY_HELD) && 
                           debounce_done;
        end
    end
    assign captured_key = key_code_reg;
endmodule
==> ./run.sh <==
#!/bin/bash
# OpenROAD 26Q1-2900-gdf79404cd8, Yosys 0.63+post, stock flow scripts
make -C /OpenROAD-flow-scripts/flow DESIGN_CONFIG=/design/flow/config.mk WORK_HOME=/design/flow/orfs finish
==> ./config.mk <==
export PLATFORM = sky130hd
export DESIGN_NAME = keypad_oneshot
export DESIGN_NICKNAME = keypad_oneshot
export VERILOG_FILES = /design/flow/design.v
export SDC_FILE = /design/flow/constraint.sdc
export NUM_CORES = 4
export LEC_CHECK = 1
export CORE_AREA = 10 10 83 83
export DIE_AREA = 0 0 93 93
==> ./constraint.sdc <==
current_design keypad_oneshot

set clk_period 3.8
set clk_io_pct 0.2

create_clock -name clk0 -period $clk_period [get_ports {clk}]

set non_clock_inputs [all_inputs -no_clocks]
set_input_delay [expr $clk_period * $clk_io_pct] -clock clk0 $non_clock_inputs
set_output_delay [expr $clk_period * $clk_io_pct] -clock clk0 [all_outputs]
==> results_dict.tcl <==
# collected from the flow reports
set metrics [dict create \
    largest_area_cell "dfrtp_1" \
    ant_nets 0 \
    p_sw_w 0.0000828 \
    seqPwrFrac_pct 54.5 \
    numCtsBuffers 3 \
    yosys_cells 72 \
    syn-cell-area_um2 852 \
    r2r_cells 5 \
    warnings 26 \
    drc_errors 0 \
    viasPerCell 3.74 \
    grt_usage_pct 3.97 \
    vias 580 \
    largest_register_ffs 8 \
    edf_count 0 \
    cp_data_required_time_ns 3.93 \
    top_cells_by_area "dfrtp_1 47%, mux2_4 7.0%, nand4bb_4 3.2%" \
    syn_avg_cell_area_um2 11.8 \
    min_to "key_code_reg[3]$_DFFE_PN0P_" \
    reg2reg_from "debounce_counter[0]$_DFF_PN0_" \
    maxSlewHeadroom_pct 47.0 \
    start_kind "input port" \
    ys_seq_share_pct 50.1 \
    layoutNonFillerInstCount 155 \
    fp_util_pct 16.6 \
    finalCritPeriodShare_pct 55.4 \
    top_area_share_pct 47.0 \
    die_w_um 93 \
    clkPwrFrac_pct 36.0 \
    drive_gt1_share_pct 16.5 \
    critPathMaxFanout 8 \
    seq_area_um2 427 \
    path_clk_slew_ns 0.06 \
    clock_latency_ns 0.25 \
    synth_async_sr_flop_share_pct 100 \
    drt_iter0_markers 46 \
    grt_pass1_wl_mm 2.84 \
    hp-start "key_code_reg[3]$_DFFE_PN0P_" \
    worstSetupPathType "input port to flip-flop" \
    ys_types 33 \
    logic_area_um2 392 \
    grt_pass1_vias 560 \
    ys.flop_type "dfrtp_1" \
    nFillCells 570 \
    dr.pass1.iters 4 \
    hold_viol 0 \
    whs_path_depth 1 \
    fmaxAchievable_ghz 0.475 \
    most-common-layout-cells "16 x dfrtp_1, 11 x clkdlybuf4s50_1, 5 x inv_1, 5 x nor2_1, 4 x mux2_4" \
    grt_start_max_net_pins 18 \
    hold_buffers 0 \
    clockBufferDepth 2 \
    dp_hpwl_mm 1.25 \
    rows 26 \
    htreeDepth 1 \
    period_minus_slack_ns 2.10 \
    crit_arrival_ns 2.24 \
    irDropWorstVdd_uv 128 \
    skew_ns 0.000800 \
    cts_resized 0 \
    routed_wl_mm 1.62 \
    area.growth.synth_to_final_pct 26.7 \
    tns_ns 0 \
    gp_congestion 0.806 \
    worst-r2r-setup-slack_ns 2.11 \
    cts_tree "yes" \
    ys_area_um2 852 \
    post-place-cells 151 \
    power_frac_comb_pct 9.5 \
    totalPowerFinal_w 0.000362 \
    setup_viol 0 \
    maxSlewViolCount 0 \
    switching_share_pct 22.9 \
    grt.overflow.total 0 \
    timing.rr.end "key_code_reg[0]$_DFFE_PN0P_" \
    worst_pin_slew_ns 0.793 \
    mostFrequentLayoutCell "dfrtp_1" \
    yosysWarnings 1 \
    end_kind "flip-flop" \
    outcome "complete, no violations" \
    ios 12 \
    ctsRootBufferMaster "clkbuf_8" \
    chipArea_um2 8650 \
    antenna_found_initial 0 \
    cellPowerDensity_nw_per_um2 335 \
    ys_ff 17 \
    clock_sinks 17 \
    numPortBuffers 11 \
    rsz0062_at_grt "false" \
    die_h_um 93 \
    post_drt_wl_per_cell_um 10.4 \
    p_int_w 0.000279 \
    postSynthCellCount 72 \
    coreArea_um2 5140 \
    n_antenna_cell 0 \
    hp-class "flip-flop to flip-flop" \
    p_leak_nw 0.429 \
    cts_setup_buffers 0 \
    drv_cap 0 \
]
## Yosys cell counts (all sizes together) (2+ instances only)
| cell | count |
|---|---|
| o21ai | 3 |
| nand2 | 3 |
| a21oi | 3 |
| inv | 5 |
| ha | 2 |
| mux2 | 4 |
| o31ai | 2 |
| dfrtp | 16 |
| a311oi | 3 |
| xor2 | 2 |
| nand3 | 3 |
| nor2 | 5 |
## cell families (layout without fill, tap and decap cells)
group	count (synthesis)	after routing	synth area share (%)
xor gates and xnor gates	3	3	3.08
DFF	17	17	50.1
adders and majority gates	2	2	2.94
AOI/OAI and AO/OA	16	16	12.8
and+or+nand+nor	22	22	18.5
buffers and inverters	7	20	3.96
muxes	5	5	8.66
## critical path, stage by stage
cell and delay (ns):
clkdlybuf4s50_1 0.62, nand2_1 0.17, nor3_4 0.35, mux2_4 0.33
## per-stage QoR
stage	instance area [um^2]	utilization [%]	setup slack, ns	hold WS (ns)
6_report	1080	21.0	1.70	0.511
5_1_grt	1080	21.0	1.64	0.531
4_1_cts	1080	21.0	1.70	0.518
3_5_place_dp	1030	20.1	1.44	0.497
3_3_place_gp	1030	20.1	1.49	0.502
2_1_floorplan	852	-	2.10	0.458
## worst max-delay path by stage
stage | to | start | cells past startpoint | slack (ns)
CTS | key_code_reg[0]$_DFFE_PN0P_ | key_valid | 4 | 1.70
global route | key_code_reg[3]$_DFFE_PN0P_ | key_valid | 4 | 1.64
finish | key_code_reg[0]$_DFFE_PN0P_ | key_valid | 4 | 1.70
## area by class of cell
| type | count | area share [%] |
|---|---|---|
| Timing Repair Buffer | 11 | 10.2 |
| Multi-Input combinational cell | 48 | 36.3 |
| Inverter | 5 | 1.74 |
| Tap cell | 70 | 8.11 |
| Sequential cell | 17 | 39.5 |
| Clock buffer | 4 | 4.17 |
## layer usage
| metal | up-vias | GRT usage [%] | part of all wire, % |
|---|---|---|---|
| li1 | 289 | - | - |
| met2 | 19 | 4.85 | 35 |
| met5 | - | 0 | 0 |
| met3 | 0 | 2.34 | 10 |
| met4 | 0 | 0.386 | 0 |
| met1 | 272 | 5.96 | 55 |
## power by group through the flow
stage	Combinational, W	Sequential [W]	Clock (W)
after CTS	0.0000350	0.000197	0.000134
final	0.0000344	0.000197	0.000130
after global routing	0.0000394	0.000198	0.000146
Power figures rest on the tool's default switching activity, not on a simulated workload.
