$ cat design.v
module timeMultiplexer (
    input clk,
    input logic reset,
    output logic an1, 
    output logic an2,
    output logic signal);
    logic [24:0] counter;
    always_ff @(posedge clk or posedge reset) begin
        if (reset) begin
            counter <= 0;
            signal <= 0;
            an1 <= 1;     
            an2 <= 0;    
        end else begin
        counter <= counter + 1;
        if(counter == 48000) begin
            counter <= 0;
            signal <= ~signal;
            an1 <= ~signal;       
            an2 <= signal;      
        end
        end
    end
endmodule
$ cat run.sh
#!/bin/bash
# OpenROAD 26Q1-2900-gdf79404cd8, Yosys 0.63+post, stock flow scripts
make -C /OpenROAD-flow-scripts/flow DESIGN_CONFIG=/design/flow/config.mk WORK_HOME=/design/flow/orfs finish
$ cat config.mk
export PLATFORM = sky130hd
export DESIGN_NAME = timeMultiplexer
export DESIGN_NICKNAME = timeMultiplexer
export VERILOG_FILES = /design/flow/design.v
export SDC_FILE = /design/flow/constraint.sdc
export NUM_CORES = 4
export LEC_CHECK = 1
export CORE_AREA = 10 10 97 97
export DIE_AREA = 0 0 107 107
$ cat constraint.sdc
current_design timeMultiplexer

set clk_period 5.3
set clk_io_pct 0.2

create_clock -name clk0 -period $clk_period [get_ports {clk}]

set non_clock_inputs [all_inputs -no_clocks]
set_input_delay [expr $clk_period * $clk_io_pct] -clock clk0 $non_clock_inputs
set_output_delay [expr $clk_period * $clk_io_pct] -clock clk0 [all_outputs]
==> reports/metrics.json <==
{
  "run_status": {
    "outcome": "completed"
  },
  "power": {
    "power.density_cell_area_nw_per_um2": 240,
    "p_leak_nw": 0.670,
    "max-vdd-ir-drop_mv": 0.111
  },
  "final_timing": {
    "achievable-frequency_ghz": 0.428,
    "pin_slew_with_the_least_headroom_to_its_limit_ps": 785,
    "drv_slew": 0,
    "period_minus_slack_ps": 2340,
    "whs_ps": 470,
    "rsz0062_at_grt": "no",
    "setup_slack_ps": 2960,
    "fraction_of_the_cycle_the_final_worst_path_needs": 0.441,
    "finalSetupViolCount": 0,
    "finalHoldViolCount": 0,
    "fin_setup_tns_ps": 0,
    "timing.max_slew.rel_slack": 0.473,
    "timing.clock.skew_ps": 5.40
  },
  "clock_tree": {
    "cts_buffer_depth": 2,
    "tritoncts_clock_tree": "yes",
    "post_cts.repair.setup_buffers": 0,
    "numCtsBuffers": 3,
    "cts_hold_repair.buffers": 0,
    "clock_sinks": 28,
    "cts.root.buffer_cell": "sky130_fd_sc_hd__clkbuf_8",
    "htreeDepth": 1,
    "clk_latency_ps": 270,
    "cts-resized-gates": 0,
    "path_clk_slew_ps": 90
  },
  "floorplanning": {
    "die_w_um": 107,
    "num_io_pins": 5,
    "std_cell_rows": 31,
    "placeableCoreArea_um2": 7290,
    "fp.dieArea_um2": 11400,
    "share_of_the_core_filled_by_cells_before_placement": 0.190,
    "die_h_um": 107
  },
  "cells_and_area": {
    "regArea_um2": 702,
    "areaGrowthSynthToFinish_pct": 15.5,
    "layout.filler_cells": 804,
    "final_core_utilization": 0.219,
    "final_common_cell": "sky130_fd_sc_hd__dfrtp_1",
    "mostFrequentLayoutCells": "27 x sky130_fd_sc_hd__dfrtp_1, 20 x sky130_fd_sc_hd__xnor2_1, 15 x sky130_fd_sc_hd__nor2_1",
    "multiInputGateArea_um2": 633,
    "finalInstanceArea_um2": 1600,
    "drive_gt1_frac": 0.117
  },
  "global_routing": {
    "grt.total_usage": 0.0435,
    "grt_max_degree": 29,
    "grt_pass1_wl_um": 4150,
    "grt_antenna_before_repair": 0,
    "globalRoute.totalOverflow": 0,
    "grt_pass1_vias": 853
  },
  "critical_path": {
    "timing.critical_path.buf_inv": 1,
    "crit_path_end_kind": "primary output",
    "worst-endpoint-required_ps": 4240,
    "timing.setup.critical_path_class": "flop to primary output",
    "worst_setup_path_start_kind": "flop",
    "cp_cell_sequence": "clkdlybuf4s50_1",
    "timing.critical_path.fanout_max": 2,
    "crit_slowest_cell": "sky130_fd_sc_hd__dfstp_2",
    "critical-path-max-stage-delay_ps": 540,
    "arrival_ps": 1280,
    "minimum_setup_slack_among_reg_to_reg_paths_ps": 3260,
    "critical_path.top_delay_family": "flip-flops"
  },
  "drt": {
    "final_antenna_violating_net_count": 0,
    "remaining_drc_errors": 0,
    "m1WireLength_um": 1170,
    "detailedRoute.firstPassIterationCount": 4,
    "antenna_cells": 0,
    "detailed_route_via_count": 850,
    "routed-wl-met2_um": 931,
    "route.met3.wl_um": 150,
    "routed_wirelength_um": 2250,
    "wl_per_cell_um": 9.91,
    "drt_first_iter_violations": 29,
    "highest-signal-layer": "met3",
    "routed_via_density": 3.74
  },
  "synth": {
    "adder_share": 0.0181,
    "ys_top_logic_family": "simple AND/OR/NAND/NOR gates",
    "compound_area_frac": 0,
    "syn_avg_cell_area_um2": 11.4,
    "synth.yosys.num_cells": 122,
    "yosys_area_um2": 1390,
    "synthesis.instances": 122,
    "synth-warning-count": 1,
    "synth-simple-area-share": 0.266,
    "synthesis.area_um2": 1390,
    "yosysSeqAreaShare": 0.507,
    "numSynthFlops": 28,
    "mux_area_frac": 0.0154,
    "synth.cellmix.xorXnorShare": 0.157,
    "yosys.cell_types.count": 25
  },
  "place": {
    "dp_hpwl_um": 1560,
    "post_dp_cell_area_um2": 1530,
    "placement.setup.worst_slack_ps": 3240,
    "finalWeightedCongestion": 0.828,
    "quantity_of_i_o_buffers_inserted_on_ports": 4
  },
  "run": {
    "tool_warnings": 26,
    "drv_cap": 0
  },
  "min_path": {
    "min-delay-path-class": "flop to flop"
  }
}
state kept, by name, summed over array words and instances (netlist names):
name     flops
signal       1
an2          1
counter     25
an1          1
metrics by stage:
step | power [mW] | std cells
after floorplan | 0.221 | 122
after global placement | 0.223 | 223
after detailed placement | 0.223 | 223
after CTS | 0.393 | 227
after global routing | 0.404 | 227
final | 0.384 | 227
cells in the mapped netlist:
library cell,n,area [µm²]
sky130_fd_sc_hd__ha_1,2,25.0
sky130_fd_sc_hd__nor4_4,2,42.5
sky130_fd_sc_hd__nand4_2,2,25.0
sky130_fd_sc_hd__inv_1,6,22.5
sky130_fd_sc_hd__mux2_1,1,11.3
sky130_fd_sc_hd__nand3_2,1,10.0
sky130_fd_sc_hd__nand3_1,10,50.1
sky130_fd_sc_hd__nor4_1,5,31.3
sky130_fd_sc_hd__nand2_1,6,22.5
sky130_fd_sc_hd__nor4_2,1,12.5
sky130_fd_sc_hd__mux2i_1,1,10.0
sky130_fd_sc_hd__dfrtp_1,27,676
sky130_fd_sc_hd__nor4b_4,1,23.8
sky130_fd_sc_hd__xnor2_1,20,175
sky130_fd_sc_hd__dfstp_2,1,26.3
sky130_fd_sc_hd__clkbuf_2,1,5.00
sky130_fd_sc_hd__and3_1,1,6.26
sky130_fd_sc_hd__nand4_1,7,43.8
sky130_fd_sc_hd__buf_6,2,22.5
sky130_fd_sc_hd__xor2_1,3,26.3
sky130_fd_sc_hd__nor2_1,15,56.3
sky130_fd_sc_hd__xor2_2,1,16.3
sky130_fd_sc_hd__and2b_2,1,8.76
sky130_fd_sc_hd__and4_1,3,26.3
sky130_fd_sc_hd__nor3_1,2,10.0
tightest hold or removal path: cells and delay by family (launching register included):
family | cells | cell delay (ps)
buf+inv | 1 | 40
flops | 1 | 380
mux | 1 | 50
where the power goes:
group          leakage, nW  internal [mW]  switching [mW]
Combinational        0.256        0.00118         0.00415
Clock               0.0357          0.101          0.0641
Sequential           0.378          0.213               0
Total                0.670          0.316          0.0683
path summary, 6_finish.rpt:
check | start | endpoint | depth (start not counted)
worst max register to register | counter[10]$_DFF_PP0_ | an2$_DFFE_PP0N_ | 4
min in group asynchronous | reset | counter[13]$_DFF_PP0_ | 3
worst max-delay path | an1$_DFFE_PP1N_ | an1 | 1
worst min-delay path | an1$_DFFE_PP1N_ | an1$_DFFE_PP1N_ | 2
max in group asynchronous | reset | an1$_DFFE_PP1N_ | 3
worst min register to register | an1$_DFFE_PP1N_ | an1$_DFFE_PP1N_ | 2
cell families after synthesis:
group                      count (synthesis)
adders and majority gates                  2
DFF                                       28
buffers and inverters                      9
xor gates and xnor gates                  24
muxes                                      2
and+or+nand+nor                           57
layout make-up:
| cell class | count | share of cell area |
|---|---|---|
| Clock buffer | 3 | 0.0258 |
| Clock inverter | 1 | 0.0188 |
| Inverter | 6 | 0.0141 |
| Multi-Input combinational cell | 85 | 0.396 |
| Sequential cell | 28 | 0.439 |
| Tap cell | 99 | 0.0774 |
| Timing Repair Buffer | 5 | 0.0297 |
per-layer routing:
metal	GRT usage	up-vias
met5	0	-
met2	0.0610	11
met4	0.00290	0
met3	0.0188	0
li1	-	432
met1	0.0633	407
Power and IR drop assume default switching activity.
