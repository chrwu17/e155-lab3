### ./design.v
module keypad_scanner (
    input  logic        clk,
    input  logic        rst_n,
    input  logic [3:0]  keypad_rows,     
    output logic [3:0]  keypad_cols,     
    output logic        key_valid,       
    output logic [3:0]  key_code         
);
    localparam int SCAN_DIVIDER = 3000;
    localparam int SCAN_COUNTER_WIDTH = $clog2(SCAN_DIVIDER);
    logic [SCAN_COUNTER_WIDTH-1:0] scan_counter;
    logic scan_tick;
    logic [1:0] col_select;
    logic [3:0] current_key_code;
    logic current_key_valid;
    logic [3:0] stable_key_code;
    logic stable_key_valid;
    always_ff @(posedge clk or negedge rst_n) begin
        if (!rst_n) begin
            scan_counter <= '0;
            scan_tick <= 1'b0;
        end else begin
            if (scan_counter == SCAN_DIVIDER - 1) begin
                scan_counter <= '0;
                scan_tick <= 1'b1;
            end else begin
                scan_counter <= scan_counter + 1;
                scan_tick <= 1'b0;
            end
        end
    end
    always_ff @(posedge clk or negedge rst_n) begin
        if (!rst_n) begin
            col_select <= 2'b00;
        end else if (scan_tick) begin
            col_select <= col_select + 1;   
        end
    end
    always_ff @(posedge clk or negedge rst_n) begin
        if (!rst_n) begin
            keypad_cols <= 4'b1111;   
        end else begin
            case (col_select)
                2'b00: keypad_cols <= 4'b1110;   
                2'b01: keypad_cols <= 4'b1101;   
                2'b10: keypad_cols <= 4'b1011;   
                2'b11: keypad_cols <= 4'b0111;   
                default: keypad_cols <= 4'b1111;
            endcase
        end
    end
    always_comb begin
        current_key_valid = 1'b0;
        current_key_code = 4'h0;
        case (col_select)
            2'b00: begin  
                case (keypad_rows)
                    4'b1110: begin current_key_valid = 1'b1; current_key_code = 4'h1; end  
                    4'b1101: begin current_key_valid = 1'b1; current_key_code = 4'h4; end  
                    4'b1011: begin current_key_valid = 1'b1; current_key_code = 4'h7; end  
                    4'b0111: begin current_key_valid = 1'b1; current_key_code = 4'hE; end  
                    default: begin current_key_valid = 1'b0; current_key_code = 4'h0; end
                endcase
            end
            2'b01: begin  
                case (keypad_rows)
                    4'b1110: begin current_key_valid = 1'b1; current_key_code = 4'h2; end  
                    4'b1101: begin current_key_valid = 1'b1; current_key_code = 4'h5; end  
                    4'b1011: begin current_key_valid = 1'b1; current_key_code = 4'h8; end  
                    4'b0111: begin current_key_valid = 1'b1; current_key_code = 4'h0; end  
                    default: begin current_key_valid = 1'b0; current_key_code = 4'h0; end
                endcase
            end
            2'b10: begin  
                case (keypad_rows)
                    4'b1110: begin current_key_valid = 1'b1; current_key_code = 4'h3; end  
                    4'b1101: begin current_key_valid = 1'b1; current_key_code = 4'h6; end  
                    4'b1011: begin current_key_valid = 1'b1; current_key_code = 4'h9; end  
                    4'b0111: begin current_key_valid = 1'b1; current_key_code = 4'hF; end  
                    default: begin current_key_valid = 1'b0; current_key_code = 4'h0; end
                endcase
            end
            2'b11: begin  
                case (keypad_rows)
                    4'b1110: begin current_key_valid = 1'b1; current_key_code = 4'hA; end  
                    4'b1101: begin current_key_valid = 1'b1; current_key_code = 4'hB; end  
                    4'b1011: begin current_key_valid = 1'b1; current_key_code = 4'hC; end  
                    4'b0111: begin current_key_valid = 1'b1; current_key_code = 4'hD; end  
                    default: begin current_key_valid = 1'b0; current_key_code = 4'h0; end
                endcase
            end
            default: begin
                current_key_valid = 1'b0;
                current_key_code = 4'h0;
            end
        endcase
    end
    always_ff @(posedge clk or negedge rst_n) begin
        if (!rst_n) begin
            stable_key_valid <= 1'b0;
            stable_key_code <= 4'h0;
        end else begin
            if (current_key_valid) begin
                stable_key_valid <= 1'b1;
                stable_key_code <= current_key_code;
            end else if (!current_key_valid && scan_tick && col_select == 2'b11) begin
                stable_key_valid <= 1'b0;
                stable_key_code <= 4'h0;
            end
        end
    end
    assign key_valid = stable_key_valid;
    assign key_code = stable_key_code;
endmodule
### ./run.sh
#!/bin/bash
# OpenROAD 26Q1-2900-gdf79404cd8, Yosys 0.63+post, stock flow scripts
make -C /OpenROAD-flow-scripts/flow DESIGN_CONFIG=/design/flow/config.mk WORK_HOME=/design/flow/orfs finish
### ./config.mk
export PLATFORM = sky130hd
export DESIGN_NAME = keypad_scanner
export DESIGN_NICKNAME = keypad_scanner
export VERILOG_FILES = /design/flow/design.v
export SDC_FILE = /design/flow/constraint.sdc
export NUM_CORES = 4
export LEC_CHECK = 1
export CORE_AREA = 10 10 89 89
export DIE_AREA = 0 0 99 99
### ./constraint.sdc
current_design keypad_scanner

set clk_period 3.4
set clk_io_pct 0.2

create_clock -name clk0 -period $clk_period [get_ports {clk}]

set non_clock_inputs [all_inputs -no_clocks]
set_input_delay [expr $clk_period * $clk_io_pct] -clock clk0 $non_clock_inputs
set_output_delay [expr $clk_period * $clk_io_pct] -clock clk0 [all_outputs]
==> flow_metrics.py <==
# Auto-generated metrics
metrics = {
    "die": {
        "die_h_um": 99,
        "dieWidth_um": 99,
        "ios": 15,
        "fp-row-count": 28,
        "die_area_um2": 9801,
        "initial_core_util_pct": 22.77,
        "core_um2": 5991,
    },
    "placement": {
        "place_area_um2": 1572,
        "buffer_ports.inserted": 14,
        "hpwl_mm": 1.987,
        "gp_congestion": 0.8179,
    },
    "critical_path": {
        "cp.depth": 6,
        "crit_chain": "clkdlybuf4s50_1 > nor2b_1 > o2111ai_1 > o21ai_0 > a211oi_1 > o21ai_0",
        "crit_top_cell": "o21ai_0",
        "start_kind": "input port",
        "r2r_end": "stable_key_code[2]",
        "endpoint_kind": "register",
        "worstPathMaxFanout": 12,
        "regToRegSetupSlack_ps": 1690,
        "max_stage_delay_ps": 650,
        "rr_worst_depth": 6,
        "startpoint": "keypad_rows[0]",
        "slowest_stage": "clkdlybuf4s50_1",
        "critPathBufInv": 1,
        "r2r-start": "col_select[0]",
        "crit_type": "input port to register",
        "crit_end": "stable_key_code[1]",
        "crit_required_ps": 3550,
        "arrival_ps": 2270,
        "cpLargestDelayFamily": "buffers and inverters",
    },
    "pwr": {
        "power_uw": 604.1,
        "p_int_uw": 479.9,
        "combPwrFrac_pct": 9.8,
        "power.density_nw_per_um2": 367.7,
        "netSwitchingPower_uw": 124.2,
        "p_leak_nw": 0.6899,
        "clkPwrFrac_pct": 41.1,
        "vdd_ir_drop_max_mv": 0.1877,
        "p_sw_share_pct": 20.56,
        "p_seq_share_pct": 49.1,
    },
    "yosys": {
        "ys_sh_xor_pct": 8.349,
        "ys_warn_count": 1,
        "yosys.area_share.aoi_pct": 16.42,
        "ff_type": "dfrtp_1",
        "synthArstFlopShare_pct": 100.0,
        "syn_area_um2": 1364,
        "synth_area_per_cell_um2": 9.672,
        "ys_cells": 141,
        "ys_sh_simple_pct": 17.89,
        "top_area_cell": "dfrtp_1",
        "yosys.area_share.adder_pct": 6.422,
        "mux_area_share_pct": 1.560,
        "edf_count": 0,
        "ys_area_um2": 1364,
        "top_logic_kind": "simple AND/OR/NAND/NOR gates",
        "synthDistinctLibCells": 38,
        "synthTopCellsByArea": "dfrtp_1 (37%), dfstp_2 (7.7%), ha_1 (6.4%)",
        "yosysTopAreaCellShare_pct": 36.70,
        "netlist_instances": 141,
        "yosysSeqAreaShare_pct": 44.40,
        "numSynthFlops": 24,
    },
    "detailed_routing": {
        "drtAntennaViolNets": 0,
        "drtPass1Iterations": 4,
        "post_drt_wl_per_cell_um": 11.85,
        "vias": 1023,
        "first_iter_violations": 37,
        "drc": 0,
        "wirelength_mm": 2.726,
        "n_antenna_cell": 0,
        "via_per_inst": 4.448,
    },
    "cells_and_area": {
        "drive_gt1_share_pct": 8.387,
        "area.growth.synth_to_final_pct": 20.46,
        "nFillCells": 630,
        "seqCellArea_um2": 605.6,
        "design_area_um2": 1643,
        "layout.area.comb_um2": 690.7,
    },
    "global_routing": {
        "grt_pass1_wl_mm": 4.754,
        "grt_pass1_vias": 976,
        "grt_use_total_pct": 5.559,
        "overflow": 0,
        "grt_max_degree": 25,
        "antenna_found_initial": 0,
    },
    "flow_run": {
        "cap_violations": 0,
        "warnings": 30,
    },
    "sta": {
        "rsz0062_at_grt": "no",
        "fin_skew_ps": 4.361,
        "worst_pin_slew_ps": 528.3,
        "timing.final.crit_period_ps": 2123,
        "fmax_mhz": 471.1,
        "finalClockPeriodUsage_pct": 62.43,
        "hold_viol": 0,
        "setup_tns_ps": 0,
        "slew_headroom_pct": 64.51,
        "slew_violations": 0,
        "setup_violations": 0,
    },
    "clock_tree": {
        "clockBufferDepth": 2,
        "cts_buffers": 3,
        "cts-resized-gates": 0,
        "cts_root_buf": "clkbuf_8",
        "clk_pin_slew_worst_paths_ps": 90,
        "cts_tree": "yes",
        "postCtsSetupRepairBufs": 0,
        "cts-hold-fix-buffers": 0,
        "clkSinkCount": 24,
        "htree_levels": 1,
        "clock_latency_ps": 260,
    },
    "min_path": {
        "hold_depth": 1,
        "min_path_type": "register to register",
    },
    "status": {
        "status": "finished, final reports clean",
    },
}
placed cells by master (no fill, tap or decap):
cell and n:
or2b_1 1, dfstp_2 4, a31oi_1 2, inv_1 9
a211oi_1 1, o41a_1 1, xnor2_1 5, a21oi_1 5
o21bai_1 1, nand3_1 7, nand4_1 1, buf_4 1
and3_1 1, mux2_2 1, o31ai_1 3, o21ai_0 12
nor2_1 13, nor2b_1 5, ha_1 7, xor2_1 8
and2b_1 1, nor4_4 1, a221o_1 1, mux2i_1 1
nand2b_1 1, a22oi_1 3, a211oi_2 1, o2111ai_1 1
clkbuf_8 3, dfrtp_1 20, nand2_1 13, o211ai_1 2
nand4b_1 1, clkdlybuf4s50_1 14, a22o_1 1, bufinv_16 1
and3b_2 1, and2_1 1
final cells by class:
class,count,share of cell area [%]
multi-input combinational,103,42.04
sequential,24,36.86
timing repair buffer,15,8.987
tap,75,5.712
clock buffer,3,2.513
inverter,9,2.056
clock inverter,1,1.828
stage by stage:
stage | setup WS [ps] | hold slack (ps) | util [%] | cells
after floorplan | 1768 | 384.4 | - | 141
after global placement | 988.4 | 452.1 | 26.23 | 226
after detailed placement | 1010 | 457.5 | 26.23 | 226
after CTS | 1295 | 471.1 | 27.42 | 230
after global routing | 1180 | 504.6 | 27.42 | 230
final | 1277 | 465.5 | 27.42 | 230
layer usage:
layer	track usage, %	part of all wire (%)	vias up
li1	-	-	516
met1	7.805	48	479
met2	8.066	42	26
met3	2.326	9.0	2
met4	0.5513	0.70	0
met5	0	0	-
logic make-up (layout without fill, tap and decap cells):
logic type      count (synthesis)  in the layout
simple gates                   47             47
compound gates                 34             34
flops                          24             24
buf+inv                        14             28
xor+xnor                       13             13
fa+ha+maj                       7              7
mux                             2              2
sequential cells by signal, indices dropped and copies added (netlist names):
register          cells
scan_counter         12
keypad_cols           4
stable_key_code       4
col_select            2
scan_tick             1
stable_key_valid      1
power groups by stage:
stage / Sequential [mW] / Combinational, mW / Clock [mW]
CTS: 0.297 / 0.0602 / 0.257
global route: 0.298 / 0.0663 / 0.266
finish: 0.297 / 0.0592 / 0.248
worst min path at each step:
| stage | startpoint | endpoint | slack, ps |
|---|---|---|---|
| 6_report | scan_counter[0] | scan_counter[0] | 470 |
| 5_1_grt | scan_counter[0] | scan_counter[0] | 500 |
| 4_1_cts | scan_counter[0] | scan_counter[0] | 470 |
Yosys cell counts (all sizes together) (2+ instances only):
master and count:
dfrtp 20, nand2 13, nor2 13, o21ai 12, inv 9, xor2 8
ha 7, nand3 7, a21oi 5, nor2b 5, xnor2 5, buf 4
dfstp 4, a22oi 3, o31ai 3, a211oi 2, a31oi 2, o211ai 2
Power and IR drop assume default switching activity.
